[/design/flow/design.v]
module StallUnit(
       input [31:0] instr_D,
		 input [31:0] instr_E,
		 input [31:0] instr_M,
		 input busy,start,
		 output reg stall
       );
function load;
   input [31:0] instr;
    load = ((instr[31:26] == 6'h20) || (instr[31:26] == 6'h24) || (instr[31:26] == 6'h21) || (instr[31:26] == 6'h25) || (instr[31:26] == 6'h23) || (instr[31:26] == 6'b100010) || (instr[31:26] == 6'b100110));
endfunction 
function beqbne;
   input [31:0] instr;
    beqbne = ((instr[31:26] == 6'h4) || (instr[31:26] == 6'h5) || (instr[31:26] == 6'h0 && instr[5:0] == 6'b001010));
endfunction 
function bjj; 
   input [31:0] instr;
    bjj  = ((instr[31:26] == 6'h4) || (instr[31:26] == 6'h5) || (instr[31:26] == 6'h6) || (instr[31:26] == 6'h7) || (instr[31:26] == 6'h1 && instr[20:16] == 6'h0) || (instr[31:26] == 6'h1 && instr[20:16] == 6'h1) || (instr[31:26] == 6'h0 && instr[5:0] == 6'h9) || (instr[31:26] == 6'h0 && instr[5:0] == 6'h8) || (instr[31:26] == 6'b000001 && instr[20:16] == 5'b10001));
endfunction 
function cal_r; 
   input [31:0] instr;
    cal_r = ((instr[31:26] == 6'h0 && instr[5:0] == 6'h20) || (instr[31:26] == 6'h0 && instr[5:0] == 6'h21) || (instr[31:26] == 6'h0 && instr[5:0] == 6'h22) || (instr[31:26] == 6'h0 && instr[5:0] == 6'h23) || (instr[31:26] == 6'h0 && instr[5:0] == 6'h2a) || (instr[31:26] == 6'h0 && instr[5:0] == 6'h2b) || (instr[31:26] == 6'h0 && instr[5:0] == 6'h0) || (instr[31:26] == 6'h0 && instr[5:0] == 6'h2) || (instr[31:26] == 6'h0 && instr[5:0] == 6'h3) || (instr[31:26] == 6'h0 && instr[5:0] == 6'h4) || (instr[31:26] == 6'h0 && instr[5:0] == 6'h6) || (instr[31:26] == 6'h0 && instr[5:0] == 6'h7) || (instr[31:26] == 6'h0 && instr[5:0] == 6'h24) || (instr[31:26] == 6'h0 && instr[5:0] == 6'h25) || (instr[31:26] == 6'h0 && instr[5:0] == 6'h26) || (instr[31:26] == 6'h0 && instr[5:0] == 6'h27)  || (instr[31:26] == 6'h0 && instr[5:0] == 6'b001010) || (instr[31:26] == 6'h0 && instr[5:0] == 6'h18) || (instr[31:26] == 6'h0 && instr[5:0] == 6'h19) || (instr[31:26] == 6'h0 && instr[5:0] == 6'h1a) || (instr[31:26] == 6'h0 && instr[5:0] == 6'h1b));
endfunction
function cal_i; 
   input [31:0] instr;
    cal_i = ((instr[31:26] == 6'h8) || (instr[31:26] == 6'h9) || (instr[31:26] == 6'hd) || (instr[31:26] == 6'he) || (instr[31:26] == 6'hf) || (instr[31:26] == 6'ha) || (instr[31:26] == 6'hb) || (instr[31:26] == 6'hc));
endfunction
function store;
   input [31:0] instr;
    store = ((instr[31:26] == 6'h28) || (instr[31:26] == 6'h29) || (instr[31:26] == 6'h2b));
endfunction
function jal;
   input [31:0] instr;
    jal = (instr[31:26] == 6'h3);
endfunction
function jalr;
   input [31:0] instr;
    jalr = (instr[31:26] == 6'h0 && instr[5:0] == 6'h9);
endfunction
function muldiv;
   input [31:0] instr;
    muldiv = ((instr[31:26] == 6'h0 && instr[5:0] == 6'h18) || (instr[31:26] == 6'h0 && instr[5:0] == 6'h19) || (instr[31:26] == 6'h0 && instr[5:0] == 6'h1a) || (instr[31:26] == 6'h0 && instr[5:0] == 6'h1b));
endfunction
function mt;
   input [31:0] instr;
    mt = ((instr[31:26] == 6'h0 && instr[5:0] == 6'h11) || (instr[31:26] == 6'h0 && instr[5:0] == 6'h13));
endfunction
function mf;
   input [31:0] instr;
    mf = ((instr[31:26] == 6'h0 && instr[5:0] == 6'h10) || (instr[31:26] == 6'h0 && instr[5:0] == 6'h12));
endfunction
	always @* begin
	    if((busy || start) && (muldiv(instr_D) || mt(instr_D) || mf(instr_D)))
          stall <= 1'b1;
		 else if(load(instr_E)) 
          begin
             if(beqbne(instr_D) && instr_E[20:16] == instr_D[20:16])
               stall <= 1'b1;
             else if(bjj(instr_D) && instr_E[20:16] == instr_D[25:21])
               stall <= 1'b1;
             else if(cal_r(instr_D) && instr_E[20:16] == instr_D[20:16])
               stall <= 1'b1;
             else if((cal_r(instr_D) || cal_i(instr_D) || load(instr_D) || store(instr_D) || mt(instr_D))  && instr_E[20:16] == instr_D[25:21])
               stall <= 1'b1;
             else
               stall <= 1'b0;
          end  
		 else if (cal_i(instr_E))  
          begin
             if(beqbne(instr_D) && instr_E[20:16] == instr_D[20:16])
               stall <= 1'b1;
             else if(bjj(instr_D) && instr_E[20:16] == instr_D[25:21]) 
               stall <= 1'b1;
             else 
               stall <= 1'b0;
          end
		 else if((cal_r(instr_E) || mf(instr_E)) && instr_E[15:11] != 5'b0)  
          begin
             if(beqbne(instr_D) && instr_E[15:11] == instr_D[20:16])
               stall <= 1'b1;
             else if(bjj(instr_D) && instr_E[15:11] == instr_D[25:21]) 
               stall <= 1'b1;
             else 
               stall <= 1'b0;
          end
        else if(load(instr_M))
          begin
             if(beqbne(instr_D) && instr_M[20:16] == instr_D[20:16])
               stall <= 1'b1;
             else if(bjj(instr_D) && instr_M[20:16] == instr_D[25:21]) 
               stall <= 1'b1;
             else 
               stall <= 1'b0;
          end
        else 
          stall <= 1'b0;
     end  
endmodule 
module HazardUnit(
       input [31:0] instr_D,
		 input [31:0] instr_E,
		 input [31:0] instr_M,
		 input [31:0] instr_W,
		 input cmpResult_M,
		 input cmpResult_W,
		 output reg [2:0] FowardRSD,
		 output reg [2:0] FowardRTD,
		 output reg [1:0] FowardRSE,
		 output reg [1:0] FowardRTE,
		 output reg FowardRTM
          );
function load;
   input [31:0] instr;
    load = ((instr[31:26] == 6'h20) || (instr[31:26] == 6'h24) || (instr[31:26] == 6'h21) || (instr[31:26] == 6'h25) || (instr[31:26] == 6'h23) || (instr[31:26] == 6'b100010) || (instr[31:26] == 6'b100110));
endfunction 
function beqbne;
   input [31:0] instr;
    beqbne = ((instr[31:26] == 6'h4) || (instr[31:26] == 6'h5));
endfunction 
function bjj; 
   input [31:0] instr;
    bjj  = ((instr[31:26] == 6'h4) || (instr[31:26] == 6'h5) || (instr[31:26] == 6'h6) || (instr[31:26] == 6'h7) || (instr[31:26] == 6'h1 && instr[20:16] == 6'h0) || (instr[31:26] == 6'h1 && instr[20:16] == 6'h1) || (instr[31:26] == 6'h0 && instr[5:0] == 6'h9) || (instr[31:26] == 6'h0 && instr[5:0] == 6'h8) || (instr[31:26] == 6'b000001 && instr[20:16] == 5'b10001));
endfunction 
function cal_r; 
   input [31:0] instr;
    cal_r = ((instr[31:26] == 6'h0 && instr[5:0] == 6'h20) || (instr[31:26] == 6'h0 && instr[5:0] == 6'h21) || (instr[31:26] == 6'h0 && instr[5:0] == 6'h22) || (instr[31:26] == 6'h0 && instr[5:0] == 6'h23) || (instr[31:26] == 6'h0 && instr[5:0] == 6'h2a) || (instr[31:26] == 6'h0 && instr[5:0] == 6'h2b) || (instr[31:26] == 6'h0 && instr[5:0] == 6'h0) || (instr[31:26] == 6'h0 && instr[5:0] == 6'h2) || (instr[31:26] == 6'h0 && instr[5:0] == 6'h3) || (instr[31:26] == 6'h0 && instr[5:0] == 6'h4) || (instr[31:26] == 6'h0 && instr[5:0] == 6'h6) || (instr[31:26] == 6'h0 && instr[5:0] == 6'h7) || (instr[31:26] == 6'h0 && instr[5:0] == 6'h24) || (instr[31:26] == 6'h0 && instr[5:0] == 6'h25) || (instr[31:26] == 6'h0 && instr[5:0] == 6'h26) || (instr[31:26] == 6'h0 && instr[5:0] == 6'h27)  || (instr[31:26] == 6'h0 && instr[5:0] == 6'h18) || (instr[31:26] == 6'h0 && instr[5:0] == 6'h19) || (instr[31:26] == 6'h0 && instr[5:0] == 6'h1a) || (instr[31:26] == 6'h0 && instr[5:0] == 6'h1b));
endfunction
function cal_i; 
   input [31:0] instr;
    cal_i = ((instr[31:26] == 6'h8) || (instr[31:26] == 6'h9) || (instr[31:26] == 6'hd) || (instr[31:26] == 6'he) || (instr[31:26] == 6'hf) || (instr[31:26] == 6'ha) || (instr[31:26] == 6'hb) || (instr[31:26] == 6'hc));
endfunction
function store;
   input [31:0] instr;
    store = ((instr[31:26] == 6'h28) || (instr[31:26] == 6'h29) || (instr[31:26] == 6'h2b));
endfunction
function jal;
   input [31:0] instr;
    jal = (instr[31:26] == 6'h3);
endfunction
function jalr;
   input [31:0] instr;
    jalr = (instr[31:26] == 6'h0 && instr[5:0] == 6'h9);
endfunction
function muldiv;
   input [31:0] instr;
    muldiv = ((instr[31:26] == 6'h0 && instr[5:0] == 6'h18) || (instr[31:26] == 6'h0 && instr[5:0] == 6'h19) || (instr[31:26] == 6'h0 && instr[5:0] == 6'h1a) || (instr[31:26] == 6'h0 && instr[5:0] == 6'h1b));
endfunction
function mt;
   input [31:0] instr;
    mt = ((instr[31:26] == 6'h0 && instr[5:0] == 6'h11) || (instr[31:26] == 6'h0 && instr[5:0] == 6'h13));
endfunction
function mf;
   input [31:0] instr;
    mf = ((instr[31:26] == 6'h0 && instr[5:0] == 6'h10) || (instr[31:26] == 6'h0 && instr[5:0] == 6'h12));
endfunction
function judge_r;
   input [31:0] instr;
    judge_r = (instr[31:26] == 6'h0 && instr[5:0] == 6'b001010);
endfunction
function judge_j;
   input [31:0] instr;
	 judge_j = (instr[31:26] == 6'b000001 && instr[20:16] == 5'b10001);
endfunction
  always @* 
	  if(((cal_r(instr_M) || (judge_r(instr_M) && cmpResult_M) || mf(instr_M)) && instr_M[15:11] != 5'b0) && instr_M[15:11] == instr_D[25:21])  
       FowardRSD <= 3'b001;
     else if((cal_i(instr_M) && instr_M[20:16] != 5'b0) && instr_M[20:16] == instr_D[25:21])  
       FowardRSD <= 3'b001;
     else if(((jal(instr_M) || (judge_j(instr_M) && cmpResult_M)) && instr_D[25:21] == 5'h1f) || ( jalr(instr_M) && instr_M[15:11] != 5'b0 && instr_D[25:21] == instr_M[15:11]))  
       FowardRSD <= 3'b010;
	  else if(((cal_r(instr_W) || (judge_r(instr_W)&&cmpResult_W) || mf(instr_W)) && instr_W[15:11] != 5'b0) && instr_W[15:11] == instr_D[25:21])
	    FowardRSD <= 3'b011;
	  else if((cal_i(instr_W) && instr_W[20:16] != 5'b0) && instr_W[20:16] == instr_D[25:21])
	    FowardRSD <= 3'b011;
	  else if((load(instr_W) && instr_W[20:16] != 5'b0) && instr_W[20:16] == instr_D[25:21])
	    FowardRSD <= 3'b011;
	  else if(((jal(instr_W)  || (judge_j(instr_W) && cmpResult_W)) && instr_D[25:21] == 5'h1f) || ( jalr(instr_W) && instr_W[15:11] != 5'b0 && instr_D[25:21] == instr_W[15:11]))
	    FowardRSD <= 3'b100;
     else
       FowardRSD <= 3'b000;
   always @(*)  
     if(((cal_r(instr_M) || (judge_r(instr_M)&&cmpResult_M) || mf(instr_M)) && instr_M[15:11] != 5'b0) && instr_M[15:11] == instr_D[20:16])
       FowardRTD <= 3'b001;
     else if((cal_i(instr_M) && instr_M[20:16] != 5'b0) && instr_M[20:16] == instr_D[20:16])
       FowardRTD <= 3'b001;
     else if(((jal(instr_M)  || (judge_j(instr_M) && cmpResult_M)) && instr_D[20:16] == 5'h1f) || ( jalr(instr_M) && instr_M[15:11] != 5'b0 && instr_D[20:16] == instr_M[15:11]))
       FowardRTD <= 3'b010;
	  else if(((cal_r(instr_W) || (judge_r(instr_W)&&cmpResult_W) || mf(instr_W)) && instr_W[15:11] != 5'b0) && instr_W[15:11] == instr_D[20:16])
	    FowardRTD <= 3'b011;
	  else if((cal_i(instr_W) && instr_W[20:16] != 5'b0) && instr_W[20:16] == instr_D[20:16])
	    FowardRTD <= 3'b011;
	  else if((load(instr_W) && instr_W[20:16] != 5'b0) && instr_W[20:16] == instr_D[20:16])
	    FowardRTD <= 3'b011;
     else if(((jal(instr_W)  || (judge_j(instr_W) && cmpResult_W)) && instr_D[20:16] == 5'h1f) || ( jalr(instr_W) && instr_W[15:11] != 5'b0 && instr_D[20:16] == instr_W[15:11]))
	    FowardRTD <= 3'b100;
     else
       FowardRTD <= 3'b000;
   always @(*)  
     if(((cal_r(instr_M) || (judge_r(instr_M)&&cmpResult_M) || mf(instr_M)) && instr_M[15:11] != 5'b0) && instr_M[15:11] == instr_E[25:21])  
       FowardRSE <= 2'b01;
     else if((cal_i(instr_M) && instr_M[20:16] != 5'b0) && instr_M[20:16] == instr_E[25:21])  
       FowardRSE <= 2'b01;
     else if(((jal(instr_M)  || (judge_j(instr_M) && cmpResult_M)) && instr_E[25:21] == 5'h1f) || (jalr(instr_M) && instr_M[15:11] != 5'b0 && instr_E[25:21] == instr_M[15:11]))  
       FowardRSE <= 2'b10;
     else if(((cal_r(instr_W) || (judge_r(instr_W)&&cmpResult_W) || mf(instr_W)) && instr_W[15:11] != 5'b0) && instr_W[15:11] == instr_E[25:21])  
       FowardRSE <= 2'b11;
     else if((cal_i(instr_W) && instr_W[20:16] != 5'b0) && instr_W[20:16] == instr_E[25:21])  
       FowardRSE <= 2'b11;
     else if((load(instr_W) && instr_W[20:16] != 5'b0) && instr_W[20:16] == instr_E[25:21])  
       FowardRSE <= 2'b11;
     else if(((jal(instr_W)  || (judge_j(instr_W) && cmpResult_W)) && instr_E[25:21] == 5'h1f) || (jalr(instr_W) && instr_W[15:11] != 5'b0 && instr_E[25:21] == instr_W[15:11]))
       FowardRSE <= 2'b11;
     else
       FowardRSE <= 2'b00;
   always @(*)  
     if(((cal_r(instr_M) || (judge_r(instr_M)&&cmpResult_M) || mf(instr_M)) && instr_M[15:11] != 5'b0) && instr_M[15:11] == instr_E[20:16])  
       FowardRTE <= 2'b01;
     else if((cal_i(instr_M) && instr_M[20:16] != 5'b0) && instr_M[20:16] == instr_E[20:16])  
       FowardRTE <= 2'b01;
     else if(((jal(instr_M)  || (judge_j(instr_M) && cmpResult_M)) && instr_E[20:16] == 5'h1f) || (jalr(instr_M) && instr_M[15:11] != 5'b0 && instr_E[20:16] == instr_M[15:11]))  
       FowardRTE <= 2'b10;
     else if(((cal_r(instr_W) || (judge_r(instr_W)&&cmpResult_W) || mf(instr_W)) && instr_W[15:11] != 5'b0) && instr_W[15:11] == instr_E[20:16])  
       FowardRTE <= 2'b11;
     else if((cal_i(instr_W) && instr_W[20:16] != 5'b0) && instr_W[20:16] == instr_E[20:16])  
       FowardRTE <= 2'b11;
     else if((load(instr_W) && instr_W[20:16] != 5'b0) && instr_W[20:16] == instr_E[20:16])  
       FowardRTE <= 2'b11;
     else if(((jal(instr_W)  || (judge_j(instr_W) && cmpResult_W)) && instr_E[20:16] == 5'h1f) || (jalr(instr_W) && instr_W[15:11] != 5'b0 && instr_E[20:16] == instr_W[15:11]))
       FowardRTE <= 2'b11;
     else
       FowardRTE <= 2'b00;
   always @(*)  
     if(((cal_r(instr_M) || (judge_r(instr_M)&&cmpResult_M) || mf(instr_W)) && instr_W[15:11] != 5'b0) && instr_W[15:11] == instr_M[20:16])  
       FowardRTM <= 1'b1;
     else if(((cal_i(instr_W) || load(instr_W)) && instr_W[20:16] != 5'b0) && instr_W[20:16] == instr_M[20:16])  
       FowardRTM <= 1'b1;
     else if(((jal(instr_W)  || (judge_j(instr_W) && cmpResult_W)) && instr_M[20:16] == 5'h1f) || (jalr(instr_W) && instr_W[15:11] != 5'b0 && instr_W[15:11] == instr_M[20:16]))  
       FowardRTM <= 1'b1;
     else
       FowardRTM <= 1'b0;
endmodule 
[/design/flow/run.sh]
#!/bin/bash
# OpenROAD 26Q1-2900-gdf79404cd8, Yosys 0.63+post, stock flow scripts
make -C /OpenROAD-flow-scripts/flow DESIGN_CONFIG=/design/flow/config.mk WORK_HOME=/design/flow/orfs finish
[/design/flow/config.mk]
export PLATFORM = sky130hd
export DESIGN_NAME = HazardUnit
export DESIGN_NICKNAME = HazardUnit
export VERILOG_FILES = /design/flow/design.v
export SDC_FILE = /design/flow/constraint.sdc
export NUM_CORES = 4
export LEC_CHECK = 1
export CORE_UTILIZATION = 30
[/design/flow/constraint.sdc]
current_design HazardUnit

set clk_period 3.8
set clk_io_pct 0.2

create_clock -name clk0 -period $clk_period

set non_clock_inputs [all_inputs -no_clocks]
set_input_delay [expr $clk_period * $clk_io_pct] -clock clk0 $non_clock_inputs
set_output_delay [expr $clk_period * $clk_io_pct] -clock clk0 [all_outputs]
==> impl_metrics.py <==
# Flow results
metrics = {
    "timing": {
        "slew_headroom_pct": 68.3,
        "final.setup.tns_ps": 0,
        "fmax_ghz": 0.268,
        "fin_crit_sh_pct": 98.1,
        "finalHoldViolations": 0,
        "finalSetupViolations": 0,
        "period_minus_slack_ps": 3730,
        "drv_slew": 0,
        "tightest_slew_ps": 472,
        "rsz0062_at_grt": "true",
    },
    "drt": {
        "drtAntennaViolNets": 0,
        "first_pass_iters": 4,
        "via_per_inst": 5.06,
        "vias": 2129,
        "n_antenna_cell": 0,
        "drc": 0,
        "wirelength_um": 6230,
        "drt_iter0_markers": 112,
        "routedWlPerCell_um": 14.8,
    },
    "run": {
        "max_cap_violations": 0,
        "warning_count": 97,
    },
    "logic_synthesis": {
        "ys_cells": 277,
        "synth_cell_types": 49,
        "yosysWarningCount": 1,
        "ys_seq_share_pct": 0,
        "ys_area_um2": 1810,
        "synth_cells": 277,
        "postSynthAreaPerCell_um2": 6.54,
        "syn_area_um2": 1810,
    },
    "place": {
        "portBuffers": 77,
        "place.gp.congestion": 0.941,
        "placed_cell_area_um2": 2720,
        "dp_hpwl_um": 5090,
    },
    "floorplanning": {
        "rows": 27,
        "die_w_um": 79.7,
        "core-area_um2": 5680,
        "die_h_um": 79.7,
        "die_area_um2": 6350,
        "ios": 141,
        "fp_util_pct": 31.9,
    },
    "power_and_ir_drop": {
        "total_power_mw": 0.275,
        "power.density_nw_per_um2": 95.9,
        "peakVddDrop_mv": 0.0513,
        "total_leakage_power_nw": 1.07,
    },
    "worst_setup_path": {
        "critPathCaptureType": "output pin",
        "cp_slowest_stage_delay_ps": 570,
        "timing.critical_path.max_delay_family": "buffers and inverters",
        "crit_required_ps": 3040,
        "crit_fanout": 3,
        "cp_common_cell": "clkdlybuf4s50_1",
        "path_buffers": 2,
        "critPathArrivalTime_ps": 2970,
        "worst-setup-path-type": "input pin to output pin",
        "cp-start-kind": "input pin",
        "worstPathCellList": "clkdlybuf4s50_1 > or4_4 > o211ai_4 > a31oi_1 > a21oi_1 > a21boi_2 > clkdlybuf4s50_1",
        "slowest_stage": "or4_4",
    },
    "grt": {
        "grt_pass1_vias": 2030,
        "antenna_found_initial": 0,
        "grt_first_pass_wirelength_um": 9620,
        "grt_max_degree": 9,
        "grt_overflow_total": 0,
        "grt.total_usage_pct": 19.8,
    },
    "outcome": {
        "run_status": "complete, no violations",
    },
    "cells_and_area": {
        "nClkBuffers": 0,
        "register_area_um2": 0,
        "areaGrowthSynthToFinish_pct": 58.5,
        "drive_gt1_share_pct": 18.1,
        "fin_area_um2": 2870,
        "seq_cells": 0,
        "final_cell_mix": "clkdlybuf4s50_1, xnor2_1, xor2_1",
        "layout_top_cell": "clkdlybuf4s50_1",
        "fillers": 569,
        "final_util_pct": 50.6,
    },
    "hold_path": {
        "hold_end": "FowardRTM",
        "hold_depth": 5,
        "min_from": "instr_M[19]",
        "hp-class": "input pin to output pin",
    },
    "clock_network": {
        "hold_buffers": 0,
    },
}
## final cells by class
class	instances	area [um2]	share of cell area, %
Multi-Input combinational cell	229	1710	59.7
Timing Repair Buffer	112	1040	36.2
Tap cell	72	90.1	3.14
Inverter	8	30.0	1.05
## synth_stat cells (all sizes together) (4+ instances only)
| cell | number | area share, % |
|---|---|---|
| nand2 | 15 | 3.1 |
| a21oi | 11 | 3.0 |
| xor2 | 45 | 22 |
| nor2 | 16 | 3.5 |
| buf | 11 | 2.9 |
| nand4 | 5 | 1.7 |
| nor4 | 7 | 2.8 |
| nor3 | 15 | 4.1 |
| clkbuf | 29 | 6.0 |
| nand3 | 19 | 5.3 |
| inv | 8 | 1.7 |
| xnor2 | 45 | 22 |
| and3 | 4 | 1.4 |
| o21ai | 4 | 1.1 |
| o22ai | 6 | 2.4 |
## per-layer routing
layer | up-vias | GRT usage, % | share of wire (%)
met5 | - | 0 | 0
met4 | 0 | 2.18 | 0.64
met3 | 4 | 1.86 | 5.5
met2 | 65 | 34.0 | 47
met1 | 973 | 27.5 | 47
li1 | 1087 | - | -
## logic make-up (layout without fill, tap and decap cells)
| kind of cell | Yosys count | count (layout) | synth area share [%] |
|---|---|---|---|
| AND/OR/NAND/NOR | 91 | 91 | 26.1 |
| XOR/XNOR | 90 | 90 | 43.5 |
| AND-OR/OR-AND | 48 | 48 | 19.8 |
| buffers and inverters | 48 | 120 | 10.6 |
## per-stage QoR
step,hold WS [ps],worst slack [ps],std cells
finish,2420,72.4,421
global route,2460,-28.6,421
CTS,2600,1.84,419
detailed placement,2710,-155,414
global placement,2710,-155,414
floorplan,1790,932,277
## how the worst max path moves through the flow
stage / from / endpoint / slack [ps] / cells after the start
CTS: instr_W[29] / FowardRSD[1] / 2 / 8
global route: instr_M[12] / FowardRTD[2] / -30 / 8
finish: instr_M[12] / FowardRTE[1] / 70 / 7
## where the power goes
| part | leakage (nW) | internal [mW] | switching, mW |
|---|---|---|---|
| Sequential | 0 | 0 | 0 |
| Combinational | 1.07 | 0.147 | 0.128 |
| Clock | 0 | 0 | 0 |
| Total | 1.07 | 0.147 | 0.128 |
## repair_timing
action                     CTS  global route
pin swaps                    8            17
setup endpoints to repair   11            11
buffers inserted             5             3
gates resized                6            19
Power figures rest on the tool's default switching activity, not on a simulated workload.
