$ cat flow/run.sh
#!/bin/bash
# OpenROAD 26Q1-2900-gdf79404cd8, Yosys 0.63+post, stock flow scripts
make -C /OpenROAD-flow-scripts/flow DESIGN_CONFIG=/design/flow/config.mk WORK_HOME=/design/flow/orfs finish
$ cat flow/config.mk
export PLATFORM = sky130hd
export DESIGN_NAME = Control_E
export DESIGN_NICKNAME = Control_E
export VERILOG_FILES = /design/flow/design.v
export SDC_FILE = /design/flow/constraint.sdc
export NUM_CORES = 4
export LEC_CHECK = 1
export CORE_AREA = 10 10 76 76
export DIE_AREA = 0 0 86 86
$ cat flow/constraint.sdc
current_design Control_E

set clk_period 3.6
set clk_io_pct 0.2

create_clock -name clk0 -period $clk_period

set non_clock_inputs [all_inputs -no_clocks]
set_input_delay [expr $clk_period * $clk_io_pct] -clock clk0 $non_clock_inputs
set_output_delay [expr $clk_period * $clk_io_pct] -clock clk0 [all_outputs]
$ cat flow/design.v
module Control_D(
    input [31:0] instr,
	 input cmpResult,
	 output reg [1:0] PCSel,
	 output reg npcOp,
	 output reg extOp,
	 output reg [3:0] cmpOp
    );
	 always @* begin
	     if(((instr[31:26] == 6'h4) || (instr[31:26] == 6'h5) || (instr[31:26] == 6'h6) || (instr[31:26] == 6'h7) || (instr[31:26] == 6'h1 && instr[20:16] == 6'h0) || (instr[31:26] == 6'h1 && instr[20:16] == 6'h1) || (instr[31:26] == 6'b000001 && instr[20:16] == 5'b10001)) && cmpResult)
          begin
             PCSel <= 2'b01;
             npcOp <= 1'b0;
          end
        else if((instr[31:26] == 6'h2) || (instr[31:26] == 6'h3)) 
          begin
             PCSel <= 2'b01;
             npcOp <= 1'b1;
          end
        else if((instr[31:26] == 6'h0 && instr[5:0] == 6'h8) || (instr[31:26] == 6'h0 && instr[5:0] == 6'h9))
          PCSel <= 2'b10;
        else  
          PCSel <= 2'b0;
        if((instr[31:26] == 6'h20) || (instr[31:26] == 6'h24) || (instr[31:26] == 6'h21) || (instr[31:26] == 6'h25) || (instr[31:26] == 6'h23) || (instr[31:26] == 6'b100010) || (instr[31:26] == 6'b100110) || (instr[31:26] == 6'h28) || (instr[31:26] == 6'h29) || (instr[31:26] == 6'h2b) || (instr[31:26] == 6'h8) || (instr[31:26] == 6'h9) || (instr[31:26] == 6'ha) || (instr[31:26] == 6'hb))
          extOp <= 1'b1;
        else
          extOp <= 1'b0;
        if((instr[31:26] == 6'h4))
          cmpOp = 4'b0000;
        else if((instr[31:26] == 6'h5))
          cmpOp = 4'b0001;
        else if((instr[31:26] == 6'h1 && instr[20:16] == 6'h1) || (instr[31:26] == 6'b000001 && instr[20:16] == 5'b10001))
          cmpOp = 4'b0100;
        else if((instr[31:26] == 6'h7))
          cmpOp = 4'b0101;
        else if((instr[31:26] == 6'h6))
          cmpOp = 4'b0110;
        else if((instr[31:26] == 6'h1 && instr[20:16] == 6'h0))
          cmpOp = 4'b0111;
        else if((instr[31:26] == 6'h0 && instr[5:0] == 6'b001010))
          cmpOp = 4'b1000;		  
	 end
endmodule 
module Control_E(
     input [31:0] instr,
	  output reg [3:0] ALUOp,
	  output reg ASel,
	  output reg BSel,
	  output reg start,mulWe,
	  output reg [1:0] HiLo,
	  output reg [1:0] ALUSel,mulOp
    );
	always @*
   begin
      if((instr[31:26] == 6'hf))
        ALUOp = 4'b0010;
      else if((instr[31:26] == 6'h0 && instr[5:0] == 6'h22) || (instr[31:26] == 6'h0 && instr[5:0] == 6'h23))
        ALUOp = 4'b0001;
      else if((instr[31:26] == 6'h0 && instr[5:0] == 6'h24) || (instr[31:26] == 6'hc))
        ALUOp = 4'b0100;
      else if((instr[31:26] == 6'h0 && instr[5:0] == 6'h25) || (instr[31:26] == 6'hd))
        ALUOp = 4'b0101;
      else if((instr[31:26] == 6'h0 && instr[5:0] == 6'h26) || (instr[31:26] == 6'he))
        ALUOp = 4'b0110;
      else if((instr[31:26] == 6'h0 && instr[5:0] == 6'h27))
        ALUOp = 4'b0111;
      else if((instr[31:26] == 6'h0 && instr[5:0] == 6'h0) || (instr[31:26] == 6'h0 && instr[5:0] == 6'h4))
        ALUOp = 4'b1000;
      else if((instr[31:26] == 6'h0 && instr[5:0] == 6'h2) || (instr[31:26] == 6'h0 && instr[5:0] == 6'h6))
        ALUOp = 4'b1010;
      else if((instr[31:26] == 6'h0 && instr[5:0] == 6'h3) || (instr[31:26] == 6'h0 && instr[5:0] == 6'h7))
        ALUOp = 4'b1011;
      else if((instr[31:26] == 6'h0 && instr[5:0] == 6'h2a) || (instr[31:26] == 6'ha))
        ALUOp = 4'b1100;
      else if((instr[31:26] == 6'h0 && instr[5:0] == 6'h2b) || (instr[31:26] == 6'hb))
        ALUOp = 4'b1101;
      else  
        ALUOp = 4'b0000;
      if((instr[31:26] == 6'h0 && instr[5:0] == 6'h0) || (instr[31:26] == 6'h0 && instr[5:0] == 6'h2) || (instr[31:26] == 6'h0 && instr[5:0] == 6'h3))
        ASel = 2'b01;
      else
        ASel = 2'b00;
      if((instr[31:26] == 6'h20) || (instr[31:26] == 6'h24) || (instr[31:26] == 6'h21) || (instr[31:26] == 6'h25) || (instr[31:26] == 6'h23) || (instr[31:26] == 6'b100010) || (instr[31:26] == 6'b100110) || (instr[31:26] == 6'h28) || (instr[31:26] == 6'h29) || (instr[31:26] == 6'h2b) || (instr[31:26] == 6'h8) || (instr[31:26] == 6'h9) || (instr[31:26] == 6'hc) || (instr[31:26] == 6'hd) || (instr[31:26] == 6'he) || (instr[31:26] == 6'hf) || (instr[31:26] == 6'ha) || (instr[31:26] == 6'hb))
        BSel = 2'b01;
      else
        BSel = 2'b00;
      if((instr[31:26] == 6'h0 && instr[5:0] == 6'h18) || (instr[31:26] == 6'h0 && instr[5:0] == 6'h19) || (instr[31:26] == 6'h0 && instr[5:0] == 6'h1a) || (instr[31:26] == 6'h0 && instr[5:0] == 6'h1b))
        start = 1;
      else
        start = 0;
      if((instr[31:26] == 6'h0 && instr[5:0] == 6'h19))
        mulOp = 2'b00;
      else if((instr[31:26] == 6'h0 && instr[5:0] == 6'h18))
        mulOp = 2'b01;
      else if((instr[31:26] == 6'h0 && instr[5:0] == 6'h1b))
        mulOp = 2'b10;
      else if((instr[31:26] == 6'h0 && instr[5:0] == 6'h1a))
        mulOp = 2'b11;
      if((instr[31:26] == 6'h0 && instr[5:0] == 6'h11))
        begin
           mulWe = 1;
           HiLo = 2'b01;
        end
      else if((instr[31:26] == 6'h0 && instr[5:0] == 6'h13))
        begin
           mulWe = 1;
           HiLo = 2'b00;
        end
		else if((instr[31:26] == 6'b011100))
		  begin
		     mulWe = 1;
			  HiLo = 2'b10;
		  end
      else
        mulWe = 0;
      if((instr[31:26] == 6'h0 && instr[5:0] == 6'h10))
        ALUSel = 2'b11;
      else if((instr[31:26] == 6'h0 && instr[5:0] == 6'h12))
        ALUSel = 2'b10;
      else
        ALUSel = 2'b00;
   end
endmodule 
module Control_M(
     input [31:0] instr,
	  output reg memWr,
	  output reg [1:0] BEextOp
    );
 always @* begin
   if((instr[31:26] == 6'h28) || (instr[31:26] == 6'h29) || (instr[31:26] == 6'h2b))
     memWr = 1;
   else
     memWr = 0;
   if((instr[31:26] == 6'h29))
     BEextOp = 2'b10;
   else if((instr[31:26] == 6'h28))
     BEextOp = 2'b11;
   else
     BEextOp = 2'b00;
 end 
endmodule 
module Control_W(
     input [31:0] instr,
	  input cmpResult_W,
	  output reg [1:0] WRSel,
	  output reg [1:0] WDSel,
	  output reg [2:0] WBextOp,
	  output reg [1:0] lop,
	  output reg regWr
    );
   always @* begin
       if((instr[31:26] == 6'h24))
         WBextOp = 3'b001;
       else if((instr[31:26] == 6'h20))
         WBextOp = 3'b010;
       else if((instr[31:26] == 6'h25))
         WBextOp = 3'b011;
       else if((instr[31:26] == 6'h21))
         WBextOp = 3'b100;
       else
         WBextOp = 3'b000;
       if((instr[31:26] == 6'h0 && instr[5:0] == 6'h20) || (instr[31:26] == 6'h0 && instr[5:0] == 6'h21) || (instr[31:26] == 6'h0 && instr[5:0] == 6'h22) || (instr[31:26] == 6'h0 && instr[5:0] == 6'h23) || (instr[31:26] == 6'h0 && instr[5:0] == 6'h2a) || (instr[31:26] == 6'h0 && instr[5:0] == 6'h2b) || (instr[31:26] == 6'h0 && instr[5:0] == 6'h0) || (instr[31:26] == 6'h0 && instr[5:0] == 6'h2) || (instr[31:26] == 6'h0 && instr[5:0] == 6'h3) || (instr[31:26] == 6'h0 && instr[5:0] == 6'h4) || (instr[31:26] == 6'h0 && instr[5:0] == 6'h6) || (instr[31:26] == 6'h0 && instr[5:0] == 6'h7) || (instr[31:26] == 6'h0 && instr[5:0] == 6'h24) || (instr[31:26] == 6'h0 && instr[5:0] == 6'h25) || (instr[31:26] == 6'h0 && instr[5:0] == 6'h26) || (instr[31:26] == 6'h0 && instr[5:0] == 6'h27)  || (instr[31:26] == 6'h0 && instr[5:0] == 6'h10) || (instr[31:26] == 6'h0 && instr[5:0] == 6'h12) || ((instr[31:26] == 6'h0 && instr[5:0] == 6'b001010) && cmpResult_W)) begin 
                         regWr <= 1'b1;
                         WRSel <= 2'b01; 
                         WDSel <= 2'b00; 
       end
       else if((instr[31:26] == 6'h3) || ((instr[31:26] == 6'b000001 && instr[20:16] == 5'b10001) && cmpResult_W)) begin  
              regWr <= 1'b1;
              WRSel <= 2'b10; 
              WDSel <= 2'b10; 
       end
       else if((instr[31:26] == 6'h0 && instr[5:0] == 6'h9)) begin                      
              regWr <= 1'b1;
              WRSel <= 2'b01; 
              WDSel <= 2'b10; 
       end
       else if((instr[31:26] == 6'h20) || (instr[31:26] == 6'h24) || (instr[31:26] == 6'h21) || (instr[31:26] == 6'h25) || (instr[31:26] == 6'h23) || (instr[31:26] == 6'b100010) || (instr[31:26] == 6'b100110)) begin 
            regWr <= 1'b1;
            WRSel <= 2'b00; 
            WDSel <= 2'b01;  
       end
       else if((instr[31:26] == 6'h8) || (instr[31:26] == 6'h9) || (instr[31:26] == 6'hc) || (instr[31:26] == 6'hd) || (instr[31:26] == 6'he) || (instr[31:26] == 6'hf) || (instr[31:26] == 6'ha) || (instr[31:26] == 6'hb)) begin 
            regWr <= 1'b1;
            WRSel <= 2'b00; 
            WDSel <= 2'b00; 
       end
       else begin 
            regWr <= 1'b0;
            WRSel <= 2'b00;
            WDSel <= 2'b00;
       end
       if((instr[31:26] == 6'b100010))
         lop <= 2'b01;
       else if((instr[31:26] == 6'b100110))
         lop <= 2'b10;
       else
         lop <= 2'b00;		 		 
   end
endmodule 
==> notes.md <==
Latest figures from synthesis and place and route.

Adding up every negative setup slack in the final design gives 0 ps. The number of enable flip-flop cells is 0. In this run, post-CTS hold repair placed 0 buffers. The peak ir drop on the vdd network is 0.0367 mV. The initial core utilization is 0.0961. The setup path with the least slack is of type in -> out.

The first-pass GRT wire length is 2.44 mm. The synthesized chip area reported by yosys is 395 um2. The count of warning messages emitted by the tools is 52.

The proportion of register bits with asynchronous set or reset after synthesis is 0. The number of antenna-violating nets in the routed design is 0. For this run, the number of Yosys warnings is 1. The antenna diode instance count is 0. Looking at the critical path, the highest net fanout was 6. The number of buffers added on ports is 26. The power density over cell area is 61.1 nW/um2. The finished cells cover 728 um2.

The vertical die dimension is 86 um. The synthesized instance count is 56. The post-cts resize count is 0. The worst hold path passes through 3 cells. The final route contains 496 vias. The area fraction of the largest cell type after synthesis is 0.152.

Overall power consumption after layout is estimated at 0.0445 mW. The reported max-cap violation count is 0. The total overflow left after global routing is 0. The detailed-router iteration count before antenna repair is 4.

The upper clock frequency limit is 307 MHz. The standby leakage power is 0.259 nW. The total setup buffers inserted after CTS is 0. The startpoint kind of the worst setup timing path is an input port. The initial antenna violation count is 0.

The die is 86 um wide. The global routing report lists combined usage of all routing layers as 0.0395. The smallest setup slack after layout is 339 ps. The number of standard cells in the final layout excluding fillers is 133. The overall die area is 7400 um2. The number of DRC markers after the initial detailed-route iteration is 21. The mean post-synth cell area is 7.06 um2. The number of hold violations in the final report is 0. The main area contributors are sky130_fd_sc_hd__dlxtn_1, sky130_fd_sc_hd__nand2_1, sky130_fd_sc_hd__nand2b_1, sky130_fd_sc_hd__nor2_1, sky130_fd_sc_hd__nor4_4. In the routed design, unresolved DRC markers number 0.

The number of setup violations in the final report is 0. The count of distinct cell types in the synthesized netlist is 30. The pin slew with the least headroom to its limit is 371 ps. The average via count per standard cell is 3.73. The fraction of layout instances using a drive strength above 1 is 0.0843. The number of primary I/O pins is 46. The max-slew violation count is 0.

The headroom to the max-slew limit is 0.751. The final timing summary puts the cycle share of the worst path at 0.906. Counting the fill cells in the layout gives 468. Setup repair after global routing left no endpoint under its margin. The placeable core region is 4120 um2. The pin count of the biggest net entering global routing is 10. The required time at the worst-slack endpoint is 2880 ps. The routability congestion estimate from global placement is 0.776. The multi-input combinational cells in the finished layout cover a total of 319 um2. The worst hold slack across all endpoints is 2470 ps. In the final layout, flip-flops and latches occupy 60.1 um2. For this run, the share of the core covered by cells in the final layout is 0.177. The mapped netlist covers 395 um2. Once placement finished, the instance area stood at 728 um2. The via count of the first global-routing pass came to 485.

The layout overhead on the synthesized area is 84.2%. The number of rows created at floorplan is 23. After synthesis, the design contains 56 cells according to Yosys. The count of unclocked register or latch pins is 4. The number of cells in the design after placement is 133. The kind of end point of the critical path is an output port. The HPWL after detailed placement is 1.26 mm. The cell taking the most area after synthesis is sky130_fd_sc_hd__dlxtn_1. For this sky-water flow run, the detailed-routed wirelength per cell is reported as 10.9 um.

Note that the worst hold path type here is in -> out. 8 endpoints have no timing constraint. The post-synthesis sequential element count is 4. The arrival time of the worst setup path is 2540 ps.

The wire length recorded after detailed routing is 1.45 mm. Per the post-place timing report, worst setup slack is 306 ps. The flow ran to the end, and the final reports show no timing, DRC or antenna violations.

For the finished layout, the period the worst path requires is 3260 ps. The most used flip-flop cell after synthesis is sky130_fd_sc_hd__dlxtn_1.
-- path summary, 6_finish.rpt --
kind | start | to | slack (ps)
setup / recovery | instr[31] | mulWe | 340
hold / removal | instr[1] | ALUSel[0] | 2470
-- cell families (layout without fill, tap and decap cells) --
logic type / count (synthesis) / count (layout) / share of synthesized area
and+or+nand+nor: 33 / 33 / 0.525
AOI/OAI and AO/OA: 14 / 14 / 0.260
latches: 4 / 4 / 0.152
buffers and inverters: 4 / 31 / 0.0411
xor gates and xnor gates: 1 / 1 / 0.0222
-- per-layer routing --
layer  vias up  global-route usage  routed length (um)
met5         -                   0                   0
met4         0                   0                   0
met3         0              0.0181                 173
met2        19              0.0554                 535
met1       211              0.0567                 740
li1        266                   -                   -
-- placed cells by master, fill, tap and decap left out, types with 3 or more instances in the layout --
master | netlist | routed
sky130_fd_sc_hd__dlxtn_1 | 4 | 4
sky130_fd_sc_hd__nand2b_1 | 4 | 4
sky130_fd_sc_hd__nor2_1 | 6 | 6
sky130_fd_sc_hd__nand2_1 | 7 | 7
sky130_fd_sc_hd__inv_1 | 3 | 3
sky130_fd_sc_hd__clkdlybuf4s50_1 | 0 | 26
sky130_fd_sc_hd__nand4_1 | 3 | 3
-- worst max-delay path, stage by stage --
cell and delay (ps):
sky130_fd_sc_hd__clkdlybuf4s50_1 470, sky130_fd_sc_hd__nor2_1 340, sky130_fd_sc_hd__nand4_2 200, sky130_fd_sc_hd__nor2_2 180
sky130_fd_sc_hd__a32o_1 140, sky130_fd_sc_hd__clkdlybuf4s50_1 470
-- registers in the layout (all words and copies together), names as in the netlist --
register and cells:
HiLo 2, mulOp 2
-- layout make-up --
cell class,instances,area share
flip-flops and latches,4,0.0825
repair buffers,28,0.378
inverters,3,0.0155
well taps,50,0.0859
multi-input cells,48,0.438
-- cells in the mapped netlist (2+ instances only) --
library cell,n
sky130_fd_sc_hd__nand4_1,3
sky130_fd_sc_hd__a31oi_1,2
sky130_fd_sc_hd__nand2b_1,4
sky130_fd_sc_hd__dlxtn_1,4
sky130_fd_sc_hd__and2_1,2
sky130_fd_sc_hd__nor2b_1,2
sky130_fd_sc_hd__nand2_1,7
sky130_fd_sc_hd__inv_1,3
sky130_fd_sc_hd__o21bai_1,2
sky130_fd_sc_hd__nor2_1,6
sky130_fd_sc_hd__o21ai_0,2
-- power breakdown --
part           internal (mW)  switching (mW)
sequential          0.000190      0.00000441
combinational         0.0238          0.0205
clock                      0               0
total                 0.0240          0.0205
Power is estimated from default activity; no workload was simulated.
